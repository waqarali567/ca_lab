$ cat /design/flow/config.mk
export PLATFORM = sky130hd
export DESIGN_NAME = alu
export DESIGN_NICKNAME = alu
export VERILOG_FILES = /design/flow/design.v
export SDC_FILE = /design/flow/constraint.sdc
export NUM_CORES = 4
export LEC_CHECK = 1
export CORE_UTILIZATION = 50
$ cat /design/flow/constraint.sdc
current_design alu

set clk_period 15.1
set clk_io_pct 0.2

create_clock -name clk0 -period $clk_period

set non_clock_inputs [all_inputs -no_clocks]
set_input_delay [expr $clk_period * $clk_io_pct] -clock clk0 $non_clock_inputs
set_output_delay [expr $clk_period * $clk_io_pct] -clock clk0 [all_outputs]
$ cat /design/flow/design.v
module alu #(
    parameter X_LEN = 32
) (
    input  logic [X_LEN-1:0] a_i,  
    input  logic [X_LEN-1:0] b_i,  
    input  logic [3:0] alu_op_i,      
    output logic [X_LEN-1:0] c_o
);
    always_comb begin
        case (alu_op_i)
            4'b0000: c_o = a_i + b_i;                                        
            4'b0001: c_o = a_i - b_i;                                        
            4'b0100: c_o = a_i ^ b_i;                                        
            4'b0101: c_o = a_i << b_i[4:0];                                  
            4'b0110: c_o = a_i >> b_i[4:0];                                  
            4'b0111: c_o = $signed(a_i) >>> b_i[4:0];                        
            4'b1000: c_o = ($signed(a_i) < $signed(b_i)) ? 32'd1 : 32'd0;    
            4'b1001: c_o = (a_i < b_i) ? 32'd1 : 32'd0;                      
            4'b1011: c_o = a_i & b_i;                                        
            4'b1010: c_o = a_i | b_i;                                        
            default: c_o = 32'd0;                                            
        endcase
    end
endmodule
$ cat /design/flow/run.sh
#!/bin/bash
# OpenROAD 26Q1-2900-gdf79404cd8, Yosys 0.63+post, stock flow scripts
make -C /OpenROAD-flow-scripts/flow DESIGN_CONFIG=/design/flow/config.mk WORK_HOME=/design/flow/orfs finish
==> results.txt <==
This memo summarizes the results of the implementation run.

Cells and area
The area taken by flip-flops and latches is 0 um2. The library cells used most frequently in the layout, excluding fill and tap cells, are 145 x nor2_1, 124 x a21oi_1, 118 x nand2_1. After routing the design area is 9620 um2. The final layout contains a sequential cell count of 0. The final layout report lists a clock buffer count of 0.

The final instance count without filler cells is 1504. The share of final-layout standard cells stronger than drive strength 1 is 8.26%. The final core utilization is 57.6%. The area growth from synthesis to layout is 11.4%.

The most numerous logic cell after layout is nor2_1.

STA
In the final report, the number of endpoints failing setup comes to 0. Summed over all failing endpoints, the final setup total negative slack is 0 ns. The worst max-slew margin expressed relative to the limit is 34.7%. Counting endpoints that fail hold in the final report gives 0. The slew at the pin closest to its max-slew limit is 0.976 ns. The final critical-path share of the clock period is 70.4%.

The least setup slack across all paths after layout is 4.47 ns. Setup repair after global routing left no endpoint under its margin. Across all hold checks on the routed design, the worst slack comes to 7.13 ns. The post-route minimum period is 10.63 ns.

The final tally of max-slew violations is 0. The achievable clock frequency is 0.0941 GHz.

Yosys
The number of cell instances after yosys synthesis is 1263. For this run, the chip area from Yosys synthesis comes to 8630 um2. The synthesized instance count is 1263. Warnings reported by Yosys during synthesis add up to 1. The cell area after technology mapping is 8630 um2. Per Yosys stat, the portion of area used by sequential elements is 0%. The count of different cell masters after synthesis is 86.

The average cell area after synthesis is 6.84 um2.

Drt
The routed layout reports a DRC error count of 0. Across all layers, the routed design uses 10400 vias. For this block, the routed nets add up to 38100 um of wire. The antenna diode count is 0.

The violation count after the first detailed-route iteration is 1282. In this run the remaining antenna-violating nets after routing total 0. The average detailed-routed wire length per instance is 25.3 um.

The iteration tally of the first detailed-router pass is 10. The mean number of vias per cell is 6.95.

Setup path
The launch point of the critical path was reported as b_i[2]. The critical path goes through clkdlybuf4s50_1 -> buf_4 -> inv_2 -> ha_1 -> nor2_1 -> o311ai_1 -> o21ai_1 -> nor4_1 -> o21a_1 -> o21a_2 -> nor4b_1 -> o41ai_1 -> nand2_1 -> a31oi_1 -> clkdlybuf4s50_1. The element type at the critical path end is an output port. The library cell appearing most often on the critical path is clkdlybuf4s50_1.

The classification of the worst setup path is input port to output port. The cell with the largest stage delay on the worst path is nor4_1. For this run, the slowest stage of the critical path takes 0.63 ns. The kind of start point of the critical path is an input port. OpenSTA lists the critical path endpoint as c_o[0]. The maximum net fanout on the critical path is 43.

The worst endpoint required time is 12.08 ns. The worst path arrival time is 7.61 ns.

Floorplanning
The floorplan has 47 rows. The number of placed I/O pins is 100. The starting density of the core is 51.7%. The width of the die is 133 um. The die outline area is 17800 um2.

The y dimension of the die is 133 um. The core region area is 16700 um2.

Placement
The quantity of I/O buffers inserted on ports is 100. At the placement stage, the worst setup path has a slack of 4.66 ns. The sum of net half-perimeters after detailed placement is 29300 um. The area of placed instances is 9620 um2. The number of placed instances, taps included, is 1504. The final RePlAce weighted congestion is 1.10.

Pwr
After layout, the design draws a total of 370 uW. For this design the static power due to leakage is 4.01 nW. The power per cell area is 38.5 nW/um2. The worst-case IR drop observed on VDD is 0.0279 mV.

Global routing
Global routing used 43.8% of the available tracks. The initial antenna violation count is 1. The global route total overflow is 0. The global-route wire length before repair is 57400 um. Entering global routing, the biggest net connects 61 pins. The number of global-route vias before repair is 9516.

Hold path
The type of the worst min-delay path is input port to output port. The hold path startpoint is b_i[4].

Run
In this run the tools logged warnings totalling 101. Per the run summary, max-cap violations total 0.

Clock tree
The count of hold buffers inserted by post-cts repair is 0. The count of instances resized after the clock tree is built is 0. Post-CTS timing repair inserted 0 buffers for setup.

Status
The flow ran to the end, and the final reports show no timing, DRC or antenna violations.
==> metal layers <==
| metal | vias up | share of wire (%) | track usage, % |
|---|---|---|---|
| met1 | 4860 | 41 | 66.2 |
| met4 | 2 | 2.8 | 10.9 |
| met5 | - | 0.14 | 0 |
| met2 | 808 | 41 | 61.8 |
| li1 | 4704 | - | - |
| met3 | 72 | 15 | 12.3 |
==> how the worst min path moves through the flow <==
stage / end / slack [ns] / cells after the start
CTS: c_o[4] / 7.11 / 5
global route: c_o[4] / 7.15 / 5
finish: c_o[4] / 7.13 / 5
==> kinds of logic after synthesis <==
family	share of synthesized area, %
muxes	19.0
xor gates and xnor gates	2.64
and+or+nand+nor	20.5
adders and majority gates	15.1
buffers and inverters	9.67
AOI/OAI and AO/OA	33.1
==> power by group <==
group | leakage [nW] | internal (mW) | switching, mW
Sequential | 0 | 0 | 0
Clock | 0 | 0 | 0
Combinational | 4.01 | 0.147 | 0.224
Total | 4.01 | 0.147 | 0.224
==> Yosys cell counts, types with 12 or more instances <==
| master | n | share of area [%] |
|---|---|---|
| nor2_1 | 145 | 6.3 |
| a21oi_1 | 124 | 7.2 |
| nand2_1 | 118 | 5.1 |
| o21ai_0 | 115 | 6.7 |
| ha_1 | 101 | 15 |
| inv_1 | 100 | 4.3 |
| clkbuf_1 | 59 | 2.6 |
| mux4_2 | 49 | 13 |
| mux2i_1 | 47 | 5.4 |
| nor3_1 | 26 | 1.5 |
| xnor2_1 | 22 | 2.2 |
| buf_2 | 20 | 1.2 |
| nand3_1 | 20 | 1.2 |
| a221oi_1 | 19 | 1.9 |
| a211oi_1 | 16 | 1.4 |
| nand2b_1 | 16 | 1.2 |
| o31ai_1 | 15 | 1.3 |
| a211o_1 | 14 | 1.4 |
| a31oi_1 | 14 | 1.0 |
| o211ai_1 | 12 | 1.0 |
| or3_1 | 12 | 0.87 |
==> area by class of cell <==
type | count | area [um2]
tap | 220 | 275
timing repair buffer | 122 | 1150
multi-input combinational | 1059 | 7810
inverter | 103 | 387
fill | 1660 | 7090
==> worst max-delay path, delay by kind of cell <==
kind	cells	cell delay [ns]
AOI/OAI and AO/OA	6	1.67
buffers and inverters	4	1.54
and+or+nand+nor	4	0.94
adders and majority gates	1	0.43
Power and IR drop assume default switching activity.
