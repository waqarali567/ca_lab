===== /design/flow/config.mk =====
export PLATFORM = sky130hd
export DESIGN_NAME = data_mem
export DESIGN_NICKNAME = data_mem
export VERILOG_FILES = /design/flow/design.v
export SDC_FILE = /design/flow/constraint.sdc
export NUM_CORES = 4
export LEC_CHECK = 1
export CORE_UTILIZATION = 50
export SYNTH_MEMORY_MAX_BITS = 65536

===== /design/flow/constraint.sdc =====
current_design data_mem

set clk_period 109.7
set clk_io_pct 0.2

create_clock -name clk0 -period $clk_period [get_ports {clk_i}]

set non_clock_inputs [all_inputs -no_clocks]
set_input_delay [expr $clk_period * $clk_io_pct] -clock clk0 $non_clock_inputs
set_output_delay [expr $clk_period * $clk_io_pct] -clock clk0 [all_outputs]

===== /design/flow/design.v =====
module data_mem #(
    X_LEN = 32
) (
    input  logic                clk_i, 
    input  logic                rst_n_i,
    input  logic                WE_i,
    input  logic [X_LEN-1:0]    wb_addr_i,
    input  logic [X_LEN-1:0]    wb_data_i,
    output logic [X_LEN-1:0]    wb_data_o
);
    logic [X_LEN-1:0] data_mem [0:1023];
    always_ff @(posedge clk_i) begin
        data_mem[10] = 10;
        if(WE_i) begin
            data_mem[wb_addr_i[31:2]] <= wb_data_i;
        end
    end
    assign wb_data_o = data_mem[wb_addr_i];
endmodule

===== /design/flow/run.sh =====
#!/bin/bash
# OpenROAD 26Q1-2900-gdf79404cd8, Yosys 0.63+post, stock flow scripts
make -C /OpenROAD-flow-scripts/flow DESIGN_CONFIG=/design/flow/config.mk WORK_HOME=/design/flow/orfs finish

==> job_summary.md <==
### Flow metrics

| Metric | Value |
|---|---|
| CORE AREA | `2483000 sq um` |
| Share of post-route cells with drive strength above 1 | `29.92%` |
| Failing checks | `capacitance limit, slew limit` |
| Max capacitance violation total | `7` |
| IO Pins | `99` |
| Pre-placement core utilization | `50.09%` |
| Average footprint of a synthesized cell | `23.00 sq um` |
| Wire length per cell | `48.04 microns` |
| Quantity of I/O buffers inserted on ports | `77` |
| EDFF count, synth | `32.74k` |
| Fillers | `173.2k` |
| Yosys cell count | `54.08k` |
| Yosys chip area | `1244000 sq um` |
| Worst hold path stage count | `1` |
| Total net switching power | `0.005749 W` |
| Final setup TNS | `0 ns` |
| Number of vias per cell after detailed routing | `6.621` |
| Register bit total from synthesis | `32.77k` |
| Switching Share | `22.07%` |
| Syn. warnings | `1` |
| Synth unique cells | `88` |
| Register clock-pin slew on the reported worst setup and hold paths | `0.06 ns` |
| Data arrival time of the critical path | `34.53 ns` |
| Global placer's final weighted congestion | `0.9831` |
| Root Buffer | `sky130_fd_sc_hd__clkbuf_16` |
| Transition time at the pin with the least slew margin | `1.645 ns` |
| Static leakage power | `443.3 nW` |
| Kind of path behind the tightest hold check | `input port to register` |
| Maximum operating frequency | `0.01771 GHz` |
| Hold Slack | `20.59 ns` |
| Mapped Area | `1244000 sq um` |
| Startpoint class of the critical path | `input port` |
| Chip Height | `1579 microns` |
| Total via count in the routed design | `633.2k` |
| Post-synth top flop | `sky130_fd_sc_hd__edfxtp_1` |
| Stage-log warning count | `96` |
| Gate power share | `5.3%` |
| Total die area | `2494000 sq um` |
| Die W | `1579 microns` |
| Most instantiated logic cells after routing | `32.74k x sky130_fd_sc_hd__edfxtp_1, 7762 x sky130_fd_sc_hd__mux4_2, 4215 x sky130_fd_sc_hd__buf_4` |
| Setup Crit Path Kind | `input port to primary output` |
| GR Overflow Total | `0` |
| Post-Synthesis Cells | `54.08k` |
| Most used logic cell in the final layout | `sky130_fd_sc_hd__edfxtp_1` |
| Critical Path Fanout Max | `83` |
| Number of flip-flops in the largest register | `32.77k` |
| Number of DRC markers after the initial detailed-route iteration | `51.11k` |
| Count of standard-cell rows | `579` |
| Detailed placer's ending HPWL | `2919000 microns` |
| CTS HTree Levels | `8` |
| Nature of the critical path endpoint | `primary output` |
| Hold Fails Final Rpt | `0` |
| Overall global routing resource usage | `42.08%` |
| Initial antenna violation count | `542` |
| Maximum number of pins on one net before global-route repair | `119` |
| Clock Tree Buf Depth | `6` |
| Sequential area share after synthesis | `79.07%` |
| Async set or reset register ratio after synthesis | `0%` |
| Post-CTS Setup Bufs | `0` |
| Largest vdd supply drop | `21.69 uV` |
| Period Utilization, post-route | `51.48%` |
| Number of slew-limit violations in the final report | `52` |
| Unrepaired setup endpoints after global routing | `false` |
| Post-cts resize count | `0` |
| Post-route ant nets | `0` |
| Wire length of the first global-routing pass | `6052000 microns` |
| Residual DRC count | `0` |
| Drt first pass iters | `9` |
| Number of global-route vias before repair | `692.2k` |
| Total chip power | `0.02605 W` |
| CTS tree | `built` |
| Count of clock tree sinks | `32.77k` |
| Setup-violating endpoint count in the final report | `0` |
| Portion of total power attributed to the clock network | `41.8%` |
| Post-layout util | `57.22%` |
| Post-CTS Hold Fix Bufs | `0` |
| Detailed Route WL | `4594000 microns` |
| Worst rel slew slack | `-9.652%` |
| Area added between synthesis and finish | `14.23%` |
| Internal Pwr Total | `0.02030 W` |
| Cts bufs inserted | `3239` |
| Status | `finished with violations` |
| Pwr dens | `18.33 nW/um^2` |
| Fraction of power consumed by sequential logic | `52.9%` |
| Final critical-path required period | `56.47 ns` |
| Worst endpoint required time | `87.76 ns` |
==> Yosys cell counts (438+ instances only) <==
cell type                  number  area, sq um
sky130_fd_sc_hd__nand4_1      438         2740
sky130_fd_sc_hd__mux4_2      7762       174800
sky130_fd_sc_hd__clkbuf_1     813         3052
sky130_fd_sc_hd__mux2i_1     1899        19010
sky130_fd_sc_hd__buf_2       1371         6862
sky130_fd_sc_hd__o21ai_0      457         2287
sky130_fd_sc_hd__buf_4        462         3468
sky130_fd_sc_hd__edfxtp_1   32740       983000
sky130_fd_sc_hd__nand2_1     1347         5056
sky130_fd_sc_hd__o22ai_1      488         3053
sky130_fd_sc_hd__nor2_1      1241         4658
sky130_fd_sc_hd__a22oi_1     1616        12130
sky130_fd_sc_hd__a21oi_1      701         3508
==> power groups by stage <==
stage	clock, W	combinational (W)	sequential [W]
4_1_cts	0.0109	0.00133	0.0138
6_report	0.0109	0.00138	0.0138
5_1_grt	0.0114	0.00140	0.0138
==> final timing paths <==
check	slack [ns]	startpoint	end
setup / recovery	53.23	wb_addr_i[1]	wb_data_o[15]
hold / removal	20.59	wb_data_i[11]	data_mem[381][11]
==> cells by family after synthesis <==
family	synth area share [%]
muxes	15.92
AOI/OAI and AO/OA	2.264
and+or+nand+nor	1.467
DFF	79.07
buffers and inverters	1.277
==> metrics by stage <==
stage               instance area [sq um]  worst slack, ns  std cells
floorplan                         1244000            63.15      54080
global placement                  1315000            53.45      88490
detailed placement                1315000            53.39      88500
CTS                               1418000            53.32      94440
global route                      1420000            53.03      95300
finish                            1421000            53.23      95630
==> critical path: stages <==
cell and delay (ns):
sky130_fd_sc_hd__buf_16 0.27, sky130_fd_sc_hd__buf_4 0.55, sky130_fd_sc_hd__buf_4 0.86, sky130_fd_sc_hd__buf_4 0.71, sky130_fd_sc_hd__buf_4 0.79, sky130_fd_sc_hd__buf_4 0.61, sky130_fd_sc_hd__buf_4 0.55, sky130_fd_sc_hd__buf_12 0.48
sky130_fd_sc_hd__buf_12 0.44, sky130_fd_sc_hd__buf_4 0.74, sky130_fd_sc_hd__buf_4 0.54, sky130_fd_sc_hd__buf_4 0.55, sky130_fd_sc_hd__mux4_2 0.40, sky130_fd_sc_hd__a22oi_1 0.42, sky130_fd_sc_hd__nand4_1 0.47, sky130_fd_sc_hd__nor2_1 0.60
sky130_fd_sc_hd__a31oi_1 0.55, sky130_fd_sc_hd__buf_4 0.31, sky130_fd_sc_hd__nor3_1 0.76, sky130_fd_sc_hd__buf_4 0.23, sky130_fd_sc_hd__o31a_1 0.17, sky130_fd_sc_hd__a21oi_2 0.04, sky130_fd_sc_hd__buf_4 0.30, sky130_fd_sc_hd__clkdlybuf4s50_1 0.46
==> metal layers <==
layer / global-route usage (%) / routed length [microns]
met3: 45.70 / 1180000
met1: 37.16 / 1028000
met2: 52.13 / 1934000
met5: 26.46 / 71330
met4: 24.93 / 379900
==> cell type report <==
class	instances	area (sq um)	share of cell area, %
multi-input combinational	18190	254800	17.93
antenna	1186	2968	0.2089
clock inverter	1917	18480	1.301
timing repair buffer	4391	34590	2.434
sequential	32770	983700	69.22
inverter	31	167.7	0.01180
clock buffer	4027	84860	5.972
tap	33120	41440	2.916
Power is estimated from default activity; no workload was simulated.
